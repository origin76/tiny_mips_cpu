==> design/flow/design.v <==
`timescale 1ns / 1ps
module Pipe_Decode_Exe(
        clk, flushe,pcsrcd,pcsrcd2,mux1out, mux1out2,mux2out,mux2out2,rsd,rsd2,rtd,rtd2,rdd,rdd2,signimmd,signimmd2,memtoregd,memtoregd2,
        regwrited, regwrited2, memwrited, memwrited2, alucontrold, alucontrold2,
        stalle, stalle2,
        alusrcd, alusrcd2, regdstd, regdstd2, memtorege, memtorege2, regwritee, regwritee2, memwritee, memwritee2,
        alucontrole, alucontrole2, alusrce, alusrce2, regdste, regdste2, rse, rse2, rte, rte2, rde, rde2, signimme, signimme2, mux1after, mux1after2, mux2after, mux2after2 
    );
    input clk, flushe;
    input [1:0] pcsrcd2 , pcsrcd;
    input stalle,stalle2;
    input [31:0] mux1out,mux1out2,mux2out,mux2out2;
    output reg [31:0] mux1after,mux1after2,mux2after,mux2after2;
    input [4:0] rsd,rsd2, rtd,rtd2, rdd,rdd2;
    output reg [4:0] rse,rse2,rte,rte2, rde, rde2 ;
    input [31:0] signimmd, signimmd2;
    output reg [31:0] signimme,signimme2;
    input memtoregd,memtoregd2,regwrited,regwrited2,memwrited,memwrited2;
    output reg  memtorege,memtorege2,regwritee,regwritee2,memwritee,memwritee2;
    input [2:0] alucontrold,alucontrold2;
    output reg [2:0] alucontrole,alucontrole2;
    input alusrcd,alusrcd2,regdstd,regdstd2;
    output reg alusrce, alusrce2,regdste,regdste2; 
    wire clr;
    assign clr  =  (pcsrcd[1:1] || pcsrcd[0:0] || flushe);
    initial begin 
          { mux1after,mux1after2,mux2after,mux2after2 } <= 0;
          { rse,rse2,rte,rte2, rde, rde2 } <= 0;
          { signimme,signimme2 } <= 0;
          { memtorege,memtorege2,regwritee,regwritee2,memwritee,memwritee2 } <= 0;
          { alucontrole,alucontrole2 } <=  0 ; 
          { alusrce, alusrce2,regdste,regdste2 } <=  0;
    end
    always @ (posedge clk) begin
        if ( !stalle & !stalle2 & !clr) begin
            { mux1after,mux1after2,mux2after,mux2after2 } <= { mux1out,mux1out2,mux2out,mux2out2 };
            { rse,rse2,rte,rte2, rde, rde2 } <= { rsd,rsd2, rtd,rtd2, rdd,rdd2 };
            { signimme,signimme2 } <= { signimmd,signimmd2 };
            { memtorege,memtorege2,regwritee,regwritee2,memwritee,memwritee2 } <= { memtoregd,memtoregd2,regwrited,regwrited2,memwrited,memwrited2 };
            { alucontrole,alucontrole2 } <= { alucontrold,alucontrold2 };
            { alusrce, alusrce2,regdste,regdste2 } <= { alusrcd,alusrcd2,regdstd,regdstd2 } ;
        end
        if  (!stalle & !stalle2 & clr) begin
            { mux1after,mux1after2,mux2after,mux2after2 } <= 0;
            { rse,rse2,rte,rte2, rde, rde2 } <= 0;
            { signimme,signimme2 } <= 0;
            { memtorege,memtorege2,regwritee,regwritee2,memwritee,memwritee2 } <= 0;
            { alucontrole,alucontrole2 } <=  0 ; 
            { alusrce, alusrce2,regdste,regdste2 } <=  0;
        end
    end
endmodule
==> design/flow/run.sh <==
#!/bin/bash
# OpenROAD 26Q1-2900-gdf79404cd8, Yosys 0.63+post, stock flow scripts
make -C /OpenROAD-flow-scripts/flow DESIGN_CONFIG=/design/flow/config.mk WORK_HOME=/design/flow/orfs finish
==> design/flow/config.mk <==
export PLATFORM = sky130hd
export DESIGN_NAME = Pipe_Decode_Exe
export DESIGN_NICKNAME = Pipe_Decode_Exe
export VERILOG_FILES = /design/flow/design.v
export SDC_FILE = /design/flow/constraint.sdc
export NUM_CORES = 4
export LEC_CHECK = 1
export CORE_AREA = 10 10 243 243
export DIE_AREA = 0 0 253 253
==> design/flow/constraint.sdc <==
current_design Pipe_Decode_Exe

set clk_period 21.6
set clk_io_pct 0.2

create_clock -name clk0 -period $clk_period [get_ports {clk}]

set non_clock_inputs [all_inputs -no_clocks]
set_input_delay [expr $clk_period * $clk_io_pct] -clock clk0 $non_clock_inputs
set_output_delay [expr $clk_period * $clk_io_pct] -clock clk0 [all_outputs]
==> report_table.html <==
<h3>Flow metrics</h3>
<table>
<tr><th>Metric</th><th>Value</th></tr>
<tr><th colspan="2">CTS</th></tr>
<tr><td>Clock transition at the register clock pins on the worst setup and hold paths after CTS</td><td>60 ps</td></tr>
<tr><td>Hold_buf cts</td><td>0</td></tr>
<tr><td>Cell at the root of the clock tree</td><td>clkbuf_16</td></tr>
<tr><td># Post-CTS Setup Buffers</td><td>0</td></tr>
<tr><td>Clock buffer count from CTS</td><td>29</td></tr>
<tr><td>Number of sinks handled by clock tree synthesis</td><td>238</td></tr>
<tr><td>CTS-repair resized insts</td><td>0</td></tr>
<tr><td>Maximum buffer depth of the clock tree</td><td>3</td></tr>
<tr><td>Clock tree from TritonCTS</td><td>built</td></tr>
<tr><td>Clock latency reported for the late side of the worst-skew pair</td><td>540 ps</td></tr>
<tr><td>Htree depth</td><td>1</td></tr>
<tr><th colspan="2">Synthesis</th></tr>
<tr><td>Post-synth cell types</td><td>11</td></tr>
<tr><td>Yosys top cell area share</td><td>46.11%</td></tr>
<tr><td>Post-Syn Area</td><td>10,330 um2</td></tr>
<tr><td>Synth warn</td><td>1</td></tr>
<tr><td>Per-instance average area after synthesis</td><td>9.749 um2</td></tr>
<tr><td>Most frequent cells after synthesis</td><td>dfxtp_1 (238), inv_1 (238), o21ai_0 (235), o31ai_2 (213), clkbuf_1 (54)</td></tr>
<tr><td>Cell type with the highest aggregate area in the netlist</td><td>dfxtp_1</td></tr>
<tr><td>Number of cell instances after yosys synthesis</td><td>1,060</td></tr>
<tr><td>Post-synth EDFFs</td><td>0</td></tr>
<tr><td>Dominant Register Cell</td><td>dfxtp_1</td></tr>
<tr><td>Share of flip-flops with an asynchronous set or reset after synthesis</td><td>0%</td></tr>
<tr><td>Chip area line of the yosys report</td><td>10,330 um2</td></tr>
<tr><td>Cell count after synthesis</td><td>1,060</td></tr>
<tr><td>Synth Register Bits</td><td>238</td></tr>
<tr><td>Area contributors post-synth</td><td>dfxtp_1 (46%), o31ai_2 (26%), o21ai_0 (11%)</td></tr>
<tr><td>Register share after synthesis</td><td>46.11%</td></tr>
<tr><th colspan="2">Placed design</th></tr>
<tr><td>Weighted congestion at the end of routability-driven global placement</td><td>0.8290</td></tr>
<tr><td>Number of buffers added on ports</td><td>481</td></tr>
<tr><td>Post-DP HPWL</td><td>26.25 mm</td></tr>
<tr><td>Standard cell area after detailed placement</td><td>15,510 um2</td></tr>
<tr><th colspan="2">Worst hold path</th></tr>
<tr><td>Hold path cells</td><td>2</td></tr>
<tr><td>Worst min-delay path category</td><td>register to register</td></tr>
<tr><th colspan="2">STA</th></tr>
<tr><td>RSZ-0062 raised after global routing</td><td>false</td></tr>
<tr><td>Final hold violation count</td><td>0</td></tr>
<tr><td>Least-Margin Pin Slew</td><td>904.3 ps</td></tr>
<tr><td>Worst Skew</td><td>0 ps</td></tr>
<tr><td>Setup violations, final</td><td>0</td></tr>
<tr><td>Highest achievable clock rate</td><td>142.6 MHz</td></tr>
<tr><td>Shortest clock period the worst path allows after layout</td><td>7015 ps</td></tr>
<tr><td>Slew headroom</td><td>39.71%</td></tr>
<tr><td>Tcrit/Tclk final</td><td>32.48%</td></tr>
<tr><td>Smallest hold slack</td><td>476.5 ps</td></tr>
<tr><td>Final setup TNS</td><td>0 ps</td></tr>
<tr><td>Final Max-Slew Violation Tally</td><td>0</td></tr>
<tr><th colspan="2">Run status</th></tr>
<tr><td>Outcome</td><td>complete, no violations</td></tr>
<tr><th colspan="2">Global routing</th></tr>
<tr><td>Vias in the first global route</td><td>8,814</td></tr>
<tr><td>GR Overflow Total</td><td>0</td></tr>
<tr><td>Number of antenna violations at the first check in global routing</td><td>0</td></tr>
<tr><td>Largest net degree at the start of global routing</td><td>107</td></tr>
<tr><td>Overall global routing resource usage</td><td>11.00%</td></tr>
<tr><td>Global-route wire length before repair</td><td>54.92 mm</td></tr>
<tr><th colspan="2">Critical path</th></tr>
<tr><td>Critical Path Slowest Stage Cell</td><td>buf_4</td></tr>
<tr><td>Category of the critical setup timing path</td><td>input pin to register</td></tr>
<tr><td>CP peak stage delay</td><td>740 ps</td></tr>
<tr><td>Number of buffers and inverters on the critical path</td><td>4</td></tr>
<tr><td>Family with the most delay on the worst path</td><td>buffers and inverters</td></tr>
<tr><td>Required time of the critical path</td><td>22,010 ps</td></tr>
<tr><td>Path length in cells of the critical path</td><td>6</td></tr>
<tr><td>Arrival @ worst endpoint</td><td>7430 ps</td></tr>
<tr><td>Crit start category</td><td>input pin</td></tr>
<tr><td>CP most frequent cell</td><td>buf_4</td></tr>
<tr><td>Setup crit end kind</td><td>register</td></tr>
<tr><td>Cell-by-cell listing of the critical path</td><td>clkdlybuf4s50_1 -&gt; or3_4 -&gt; buf_4 -&gt; buf_4 -&gt; buf_4 -&gt; o31ai_2</td></tr>
<tr><td>Number of cells on the worst reg-to-reg path</td><td>2</td></tr>
<tr><td>Critical-path maximum fanout</td><td>47</td></tr>
<tr><th colspan="2">Route</th></tr>
<tr><td>DRC violations left</td><td>0</td></tr>
<tr><td>Total met2 wirelength after detailed routing</td><td>18.31 mm</td></tr>
<tr><td>Post-DRT Antenna Nets</td><td>0</td></tr>
<tr><td>M1 WL</td><td>15.08 mm</td></tr>
<tr><td>Diode insertion count for antenna repair</td><td>0</td></tr>
<tr><td>Post-DR wirelength/cell</td><td>16.93 um</td></tr>
<tr><td>Via Count</td><td>9,104</td></tr>
<tr><td>Initial detailed-routing violation count</td><td>432</td></tr>
<tr><td>WL final</td><td>37.21 mm</td></tr>
<tr><td>Max layer used</td><td>met4</td></tr>
<tr><td>Wire length on met3</td><td>2.920 mm</td></tr>
<tr><td>Via density per instance</td><td>4.142</td></tr>
<tr><td>Drt first pass iters</td><td>4</td></tr>
<tr><th colspan="2">Run</th></tr>
<tr><td>Max-cap violations</td><td>0</td></tr>
<tr><td>Warning total across the stage logs</td><td>29</td></tr>
<tr><th colspan="2">Floorplanning</th></tr>
<tr><td>Row count</td><td>85</td></tr>
<tr><td>Core utilization before placement</td><td>19.20%</td></tr>
<tr><td>Standard cell core area</td><td>53,810 um2</td></tr>
<tr><td>Die W</td><td>253 um</td></tr>
<tr><td>Number of primary I/O pins</td><td>484</td></tr>
<tr><td>Chip area</td><td>64,010 um2</td></tr>
<tr><td>Floorplan die height</td><td>253 um</td></tr>
<tr><th colspan="2">Layout</th></tr>
<tr><td>Final design area excluding fillers</td><td>16,470 um2</td></tr>
<tr><td>Layout cells sized above 1</td><td>18.44%</td></tr>
<tr><td>Total of fill cells in the finished design</td><td>5,465</td></tr>
<tr><td>Layout area overhead</td><td>59.41%</td></tr>
<tr><th colspan="2">Pwr</th></tr>
<tr><td>Total power divided by cell area</td><td>67.44 nW/um2</td></tr>
<tr><td>Worst supply voltage drop on vdd</td><td>0.04910 mV</td></tr>
<tr><td>Leakage dissipation</td><td>6.510 nW</td></tr>
</table>
[cell usage in the layout, fill, tap and decap left out]
cell type	n
clkdlybuf4s50_1	479
inv_1	238
dfxtp_1	238
o21ai_0	235
o31ai_2	213
clkbuf_16	29
o31ai_1	25
buf_4	14
clkbuf_8	11
clkbuf_1	7
clkinv_2	5
o21ai_1	3
buf_6	2
or3_4	1
or2_4	1
bufinv_16	1
[path summary, 6_finish.rpt]
| kind | from | to | slack (ps) |
|---|---|---|---|
| min | alucontrole[2] | alucontrole[2] | 480 |
| max | pcsrcd[1] | rde2[3] | 14590 |
| max reg2reg | rte[0] | rte[0] | 20950 |
| min reg2reg | alucontrole[2] | alucontrole[2] | 480 |
[area by class of cell]
cell class	count	area (um2)	area share (%)
repair buffers	495	4922	29.88
flip-flops and latches	238	4765	28.92
multi-input cells	478	4064	24.67
clock buffers	47	903.4	5.484
inverters	238	893.4	5.423
well taps	696	870.8	5.286
clock inverters	6	55.05	0.3342
[report_power, final]
part | switching (mW) | internal, mW
Combinational | 0.0662 | 0.0899
Sequential | 0.00887 | 0.460
Clock | 0.191 | 0.295
Total | 0.266 | 0.845
[per-stage QoR]
step | instances | setup WS (ps) | utilization [%] | power [mW]
after floorplan | 1060 | 16230 | - | 0.5361
after global placement | 2145 | 14090 | 28.83 | 0.6353
after detailed placement | 2145 | 14060 | 28.83 | 0.6367
after CTS | 2198 | 14660 | 30.61 | 1.130
after global routing | 2198 | 14470 | 30.61 | 1.161
final | 2198 | 14590 | 30.61 | 1.111
[cell families (layout without fill, tap and decap cells)]
family          after synthesis  after routing  synth area share (%)
compound gates              476            476                 39.13
flops                       238            238                 46.11
buf+inv                     344            786                 14.64
simple gates                  2              2                0.1212
[worst min-delay path: stages, from the launching register on]
cell and delay [ps]:
dfxtp_1 300, o21ai_0 60, o31ai_1 60
[registers in the layout, summed over array words and instances (netlist names), 5 cells and up]
name	flops
rde	5
mux2after2	32
mux1after2	32
rde2	5
rse	5
signimme2	32
rse2	5
rte	5
signimme	32
rte2	5
mux2after	32
mux1after	32
[layer usage]
metal	up-vias	global-route usage [%]
li1	4436	-
met1	4325	13.86
met2	289	18.69
met3	54	3.008
met4	0	2.168
met5	-	0
Power is estimated from default activity; no workload was simulated.
