==> flow/design.v <==
`timescale 1ns / 1ps
module ADD32(
  input [31:0] A,      
  input [31:0] B,     
  input Cin,          
  input EN,  
  output reg [31:0] Sum,    
  output reg Cout           
);
wire [31:0] Rsum;
wire [7:0] CarryIn, CarryOut;
genvar i;
generate
  for (i = 0; i < 8; i = i + 1) begin
    CLA4 adder(
      .A        (A[i*4 + 3:i*4]), 
      .B        (B[i*4 + 3:i*4]), 
      .Cin      (CarryIn[i]),   
      .Sum      (Rsum[i*4 + 3:i*4]),
      .Cout     (CarryOut[i])
    );
  end
endgenerate
assign CarryIn[0] = Cin;
generate
  for (i = 1; i < 8; i = i + 1) begin
    assign CarryIn[i] = CarryOut[i - 1];
  end
endgenerate
always @(*) begin
    Cout = CarryOut[7]; 
    Sum = Rsum;
  if (~EN) begin
    Sum = 32'bz;
    Cout = 1'bz;
  end
end
endmodule
`timescale 1ns / 1ps
module ALU(
    OP,A,B,F,C,Zero
    );
    parameter SIZE = 32;
    input [2:0] OP;
    input [SIZE : 1] A;
    input [SIZE : 1] B;
    output reg [SIZE : 1] F;
    output reg C;
    output reg Zero;
    parameter ALU_AND = 3'b000;
    parameter ALU_OR  = 3'b001;
    parameter ALU_XOR = 3'b010;
    parameter ALU_NOR = 3'b011;
    parameter ALU_ADD = 3'b100;
    parameter ALU_SUB = 3'b101;
    parameter ALU_SLT = 3'b110;
    parameter ALU_SLL = 3'b111;
    wire[SIZE:1] Fw;
    wire[7:0] EN;
    wire Cf;
    decoder38 decoder(.A(OP[2:0]),.Y(EN));
    ADD32 adder(
    .A (A) ,
    .B (B) ,
    .Cin (0),
    .EN (EN[4]),
    .Cout (Cf),
    .Sum (Fw)
    );
    always@(*) begin 
    C = 0;
        case(OP) 
            ALU_AND: begin F <= A&B;end
            ALU_OR: begin F <= (A|B); end
            ALU_XOR: begin F <= A^B; end
            ALU_NOR: begin F <= ~(A|B); end
            ALU_SUB: begin {C,F} <= A - B;end
            ALU_SLT: begin F <= A<B; end
            ALU_SLL: begin F = B<<A; end
            ALU_ADD: begin F = A + B ;C=Cf; end
        endcase
    Zero <= (F == 8'h0) ? 1:0;
    end
endmodule
`timescale 1ns / 1ps
module CLA4(
  input [3:0] A,       
  input [3:0] B,       
  input Cin,           
  output [3:0] Sum,   
  output Cout          
);
wire [3:0] G;
wire [3:0] P; 
wire [3:0] C; 
assign G[0] = A[0] & B[0];
assign G[1] = A[1] & B[1];
assign G[2] = A[2] & B[2];
assign G[3] = A[3] & B[3];
assign P[0] = A[0] | B[0];
assign P[1] = A[1] | B[1];
assign P[2] = A[2] | B[2];
assign P[3] = A[3] | B[3];
assign C[0] = Cin | (G[0] & P[0]);
assign C[1] = G[1] | (P[1] & (Cin | (G[0] & P[0])));
assign C[2] = G[2] | (P[2] & (G[1] | (P[1] & (Cin | (G[0] & P[0])))));
assign C[3] = G[3] | (P[3] &  (G[2] | (P[2] & (G[1] | (P[1] & (Cin | (G[0] & P[0])))))));
assign Sum[0] = A[0] ^ B[0] ^ Cin;
assign Sum[1] = A[1] ^ B[1] ^ C[0];
assign Sum[2] = A[2] ^ B[2] ^ C[1];
assign Sum[3] = A[3] ^ B[3] ^ C[2];
assign Cout = C[3];
endmodule
`timescale 1ns / 1ps
module Execute(
        clk,rse,rse2,rte,rte2, rde,rde2,signimme,signimme2,mux1after,mux1after2,mux2after,mux2after2,resultw,resultw2,aluoutm,aluoutm2,
	    alucontrole,alucontrole2,alusrce,alusrce2,regdste,regdste2,forwardae,forwardae2,forwardbe,forwardbe2,writerege,writerege2,
	    solutione,solutione2,writedatae,writedatae2
    );
     input 	clk, alusrce,alusrce2, regdste,regdste2;
     input [4:0]    rse,rse2, rte, rte2,rde,rde2;
     input [31:0]   signimme,signimme2, mux1after,mux1after2, mux2after,mux2after2, resultw,resultw2, aluoutm,aluoutm2;
     input [2:0]    alucontrole,alucontrole2;
     input [2:0]    forwardae,forwardae2, forwardbe,forwardbe2;
     output [4:0]   writerege,writerege2;
     output [31:0]  solutione,solutione2, writedatae,writedatae2;
     wire [31:0] srcae,srcae2,srcbe,srcbe2;
     wire zero,zero2;
     wire aluc,aluc2;
     mux2  #(5) mux2execute(rte,rde,regdste,writerege);
     mux5  #(32) mux3alu1(mux1after,resultw,aluoutm,aluoutm2,resultw2,forwardae,srcae);
     mux5  #(32) mux3alu2(mux2after,resultw,aluoutm,aluoutm2,resultw2,forwardbe,writedatae);
     mux2  #(32) mux2alu(writedatae,signimme,alusrce,srcbe);
     ALU     alu(alucontrole,srcae, srcbe, solutione,aluc, zero);
     mux2  #(5) mux2execute2(rte2,rde2,regdste2,writerege2);
     mux6  #(32) mux3alu1_2(mux1after2,resultw2,aluoutm2,solutione,aluoutm,resultw,forwardae2,srcae2);
     mux6  #(32) mux3alu2_2(mux2after2,resultw2,aluoutm2,solutione,aluoutm,resultw,forwardbe2,writedatae2);
     mux2  #(32) mux2alu2(writedatae2,signimme2,alusrce2,srcbe2);
     ALU     alu2(alucontrole2,srcae2, srcbe2, solutione2,aluc2, zero2);
endmodule
`timescale 1ns / 1ps
module decoder38(A,Y);
    input [2:0] A;
    output reg[7:0] Y;
    integer i;
    always@(A) begin
    Y = 8'b00000000;
    for(i = 0;i<8;i=i+1)
        if (A == i) 
            Y[i] = 1;
        else
            Y[i] = 0;
   end
endmodule
`timescale 1ns / 1ps
module mux2 #(parameter WIDTH=8) (d0, d1, s, y);
  input [WIDTH-1:0] d0, d1;
  input s;
  output [WIDTH-1:0] y;
  assign y = s ? d1: d0;
endmodule
`timescale 1ns / 1ps
module mux5 #(parameter WIDTH = 8) (d0, d1, d2, d3, d4, s, y);
  input [WIDTH-1:0] d0, d1, d2, d3, d4;
  input [2:0] s;
  output reg [WIDTH-1:0] y;
  always @(*)
    case(s)
      3'b000: y <= d0;
      3'b001: y <= d1;
      3'b010: y <= d2;
      3'b011: y <= d3;
      3'b100: y <= d4;
    endcase
endmodule
`timescale 1ns / 1ps
module mux6 #(parameter WIDTH = 8) (d0, d1, d2, d3, d4, d5, s, y);
  input [WIDTH-1:0] d0, d1, d2, d3, d4, d5;
  input [2:0] s;
  output reg [WIDTH-1:0] y;
  always @(*)
    case(s)
      3'b000: y <= d0;
      3'b001: y <= d1;
      3'b010: y <= d2;
      3'b011: y <= d3;
      3'b100: y <= d4;
      3'b101: y <= d5;
    endcase
endmodule
==> flow/run.sh <==
#!/bin/bash
# OpenROAD 26Q1-2900-gdf79404cd8, Yosys 0.63+post, stock flow scripts
make -C /OpenROAD-flow-scripts/flow DESIGN_CONFIG=/design/flow/config.mk WORK_HOME=/design/flow/orfs finish
==> flow/config.mk <==
export PLATFORM = sky130hd
export DESIGN_NAME = Execute
export DESIGN_NICKNAME = Execute
export VERILOG_FILES = /design/flow/design.v
export SDC_FILE = /design/flow/constraint.sdc
export NUM_CORES = 4
export LEC_CHECK = 1
export CORE_UTILIZATION = 40
==> flow/constraint.sdc <==
current_design Execute

set clk_period 20.8
set clk_io_pct 0.2

create_clock -name clk0 -period $clk_period

set non_clock_inputs [all_inputs -no_clocks]
set_input_delay [expr $clk_period * $clk_io_pct] -clock clk0 $non_clock_inputs
set_output_delay [expr $clk_period * $clk_io_pct] -clock clk0 [all_outputs]
==> results_dict.tcl <==
# implementation run metrics
set metrics [dict create \
    outcome "complete, no violations" \
    min_from "rte2[3]" \
    crit_arrival_ns 9.93 \
    ys_area_um2 23400 \
    pwr-share-seq 0.057 \
    fp-utilization 0.405 \
    pwr-share-clk 0 \
    synth_top_flop_cell "dlxtn_1" \
    postCtsSetupBuffers 0 \
    critPathLaunchType "primary input" \
    edf_count 0 \
    untimed_endpoints 192 \
    switching_power_mw 0.470 \
    period_needed_ns 14.09 \
    via_per_inst 6.72 \
    overflow 0 \
    logic_area_um2 19300 \
    min_to "writerege2[3]" \
    log.warning_count 188 \
    power.internal_mw 0.336 \
    io_pins 511 \
    setup.worst_path.class "in2out" \
    num_rows 88 \
    tightest_slew_ns 1.06 \
    grt_max_degree 71 \
    netlist_top_cells_area "ha_1 11%, dlxtn_1 8.2%, a21oi_1 6.2%, mux2i_1 6.2%, nand2_1 4.9%" \
    maxCapViolations 0 \
    top_cell_area_share 0.112 \
    cts.repair.resized 0 \
    avgSynthCellArea_um2 6.94 \
    yosysTopAreaCell "ha_1" \
    finalHoldViolCount 0 \
    unclocked_pins 128 \
    core_area_um2 57700 \
    finalSetupViolCount 0 \
    slew_viol_final 0 \
    syn_to_final_growth_pct 22.9 \
    drtIter0Drc 3952 \
    place.gp.congestion 1.14 \
    antenna_left 0 \
    grt_pass1_wl_um 192000 \
    ir_drop_mv 0.0211 \
    drive_gt1_frac 0.0697 \
    finalClockPeriodUsage 0.677 \
    rsz0062_at_grt "false" \
    synthArstFlopShare 0 \
    synthDistinctLibCells 102 \
    p_per_area_nw_per_um2 28.0 \
    port_buffers 500 \
    dieArea_um2 59400 \
    tns_ns 0 \
    place_hpwl_um 110000 \
    synth_cells 3368 \
    nFillCells 5517 \
    die_w_um 244 \
    grt_pass1_vias 27200 \
    hold_path_class "in2out" \
    slew_headroom 0.275 \
    first_pass_iters 11 \
    ys_cells 3368 \
    synth_flops 128 \
    vias 30000 \
    critPathMaxFanout 49 \
    combPwrFrac 0.943 \
    hold_depth 3 \
    antenna_found_initial 12 \
    critPathCaptureType "output pin" \
    switching_share 0.583 \
    ctsHoldBuffers 0 \
    cp.required_ns 16.64 \
    regArea_um2 1930 \
    total_power_mw 0.806 \
    drt-total-wl_um 135000 \
    wl_per_cell_um 30.3 \
    grt_usage 0.447 \
    postLayoutCoreUtil 0.498 \
    netlist_area_um2 23400 \
    p_leak_nw 12.0 \
    fp.dieH_um 244 \
    max_freq_ghz 0.0710 \
    drc 0 \
    yosysWarnings 8 \
]
[layout make-up]
| class | count | area share |
|---|---|---|
| well taps | 765 | 0.0333 |
| multi-input cells | 2728 | 0.672 |
| inverters | 243 | 0.0317 |
| flip-flops and latches | 128 | 0.0670 |
| diodes | 11 | 0.000958 |
| repair buffers | 587 | 0.195 |
[power by group through the flow]
stage	Clock (mW)	Combinational [mW]	Sequential, mW
CTS	0	0.731	0.0446
global route	0.0000000645	0.800	0.0459
finish	0.0000000749	0.760	0.0459
[worst max-delay path by stage]
stage         slack, ns  startpoint  cells past startpoint             to
finish             6.71     alusrce                     15  solutione[31]
CTS                7.08     alusrce                     15  solutione[31]
global route       6.77     alusrce                     15  solutione[31]
[sequential cells by signal, summed over array words and instances (netlist names)]
name / flops
mux3alu1.y: 32
mux3alu2_2.y: 32
mux3alu2.y: 32
mux3alu1_2.y: 32
[through the flow]
step                worst slack, ns  cells  cell area (um^2)  hold slack (ns)
floorplan                      8.93   3368             23400             8.42
global placement               7.11   4451             28700             9.35
detailed placement             7.11   4451             28700             9.36
CTS                            7.08   4451             28700             9.36
global route                   6.77   4461             28700             9.38
finish                         6.71   4462             28700             9.35
[layout by cell type, fill, tap and decap left out, drive strengths merged, types with 46 or more instances in the layout]
cell type,n
nand2b,50
o21ai,238
buf,99
nor2,282
a211oi,46
a22oi,74
nand2,308
ha,209
nand3,79
inv,238
mux2i,148
clkdlybuf4s50,487
a21oi,290
o22ai,141
nor3,51
dlxtn,128
a221oi,60
mux4,55
o211ai,47
[critical path: stages]
cell and delay (ns):
buf_4 0.28, buf_4 0.67, mux2i_1 0.95, ha_1 0.48, inv_1 0.20, nor3_1 0.08
a211oi_1 0.76, o2111ai_2 0.31, nand2_1 0.27, a311oi_2 0.17, xnor2_1 0.25, o211ai_1 0.11
o22ai_1 0.50, inv_1 0.21, clkdlybuf4s50_1 0.47
[synthesized netlist by cell type, types with 11 or more instances]
master and n:
o21bai_1 23, a2bb2oi_1 15, o22a_1 17, and3_1 13, or3_1 19, nand2b_1 50
buf_2 22, o221a_2 15, nand2_1 308, nor3_1 51, nand3_1 79, clkbuf_1 184
a2111oi_0 16, nor2b_1 25, o21ai_1 16, a211oi_1 44, clkbuf_8 12, o311ai_0 13
a21o_1 45, xor2_1 13, mux2i_1 144, a221o_1 13, o22ai_1 141, a22oi_1 74
buf_1 31, o31ai_1 23, ha_1 209, o21ai_0 221, o211ai_1 45, o21a_1 31
mux4_2 48, nor4_1 31, nor2_1 281, nand4_1 13, inv_1 232, dlxtn_1 128
and2_1 18, xnor2_1 43, a22o_1 11, o221ai_1 20, a31oi_1 35, mux2_2 40
a21oi_1 290, a221oi_1 60
[logic make-up (layout without fill, tap and decap cells)]
group,count (synthesis),count (layout),share of synthesized area
AND-OR/OR-AND,1287,1287,0.370
XOR/XNOR,56,56,0.0210
adder cells (fa/ha/maj),213,213,0.115
buffers and inverters,512,830,0.0933
latches,128,128,0.0821
multiplexers,243,243,0.137
other,0,11,0
AND/OR/NAND/NOR,929,929,0.181
[routing by layer]
layer | routed length [um] | vias up | track usage
met5 | 116 | - | 0.0114
met4 | 9510 | 6 | 0.245
met3 | 20000 | 358 | 0.177
met2 | 53800 | 2327 | 0.608
met1 | 51900 | 14100 | 0.600
li1 | - | 13200 | -
No activity file was given, so power comes from the tool's default toggle rates.
